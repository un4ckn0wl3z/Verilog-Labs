`run.sh`:
```
#!/bin/bash
# OpenROAD 26Q1-2900-gdf79404cd8, Yosys 0.63+post, stock flow scripts
make -C /OpenROAD-flow-scripts/flow DESIGN_CONFIG=/design/flow/config.mk WORK_HOME=/design/flow/orfs finish
```
`config.mk`:
```
export PLATFORM = sky130hd
export DESIGN_NAME = decoder_4to16
export DESIGN_NICKNAME = decoder_4to16
export VERILOG_FILES = /design/flow/design.v
export SDC_FILE = /design/flow/constraint.sdc
export NUM_CORES = 4
export LEC_CHECK = 1
export CORE_AREA = 10 10 70 70
export DIE_AREA = 0 0 80 80
```
`constraint.sdc`:
```
current_design decoder_4to16

set clk_period 1.0
set clk_io_pct 0.2

create_clock -name clk0 -period $clk_period

set non_clock_inputs [all_inputs -no_clocks]
set_input_delay [expr $clk_period * $clk_io_pct] -clock clk0 $non_clock_inputs
set_output_delay [expr $clk_period * $clk_io_pct] -clock clk0 [all_outputs]
```
`design.v`:
```
module decoder_3to8 
    (input [2:0] a,
     input enable,
     output reg [7:0] y
    );
    always @(a or enable) begin   
        if (enable == 0)
           y = 8'b0;
        else begin
            case (a)    
                3'b000 : y = 8'b00000001;
                3'b001 : y = 8'b00000010;
                3'b010 : y = 8'b00000100;
                3'b011 : y = 8'b00001000;
                3'b100 : y = 8'b00010000;
                3'b101 : y = 8'b00100000;
                3'b110 : y = 8'b01000000;
                3'b111 : y = 8'b10000000;
                default : y = 8'b00000000;
            endcase
        end
    end
endmodule
module decoder_4to16 
  (input [3:0] a,
   output[15:0] d
  );
    decoder_3to8 DEC1 (
        .a(a[2:0]),
        .enable(~a[3]),
        .y(d[7:0])
    );
    decoder_3to8 DEC2 (
        .a(a[2:0]),
        .enable(a[3]),
        .y(d[15:8])
    );
endmodule
`timescale 1us/1ns
module tb_decoder_4to16();
   reg [3:0] a;
   wire  [15:0] d;
   integer i;
    decoder_4to16 DEC4_16 (
      .a(a),
      .d(d)
    );
    initial begin
        $monitor($time, " a = %d, d = %b", a, d);
        #1; a = 0;
        for (i = 0; i<16; i=i+1) begin
            #1; a = i;
        end
    end
endmodule
```
==> run notes <==
run results: die height=roughly 80 µm, number of DRC violations after detailed-routing iteration 0=1, max_cap viols=0, CP dominant cell by count=buf_12, synth warn=1, DR vias/cell=approximately 3, CP endpoint kind=output pin, largest area contributor in the netlist=nor4b_4, largest stage delay on the critical path=around 0.2 ns, area reported by Yosys stat=276.5 µm², count of cell types in the netlist=7, FP Util=8.095%, largest net degree at the start of global routing=9, Required @ worst endpoint=approximately 0.8 ns, die width=~80 µm, Antenna Cells=0, ys cells=20, antenna violations before repair=0, PnR worst setup slack=-0.1933 ns, CP delay by family, top=buffers and inverters, clock buffer count=0, Post-synth top cells=and4b_1, and4bb_1, buf_6, nor4b_4, and4bb_2, Tool Warnings=34, P per Cell Area=326.0 nW/µm², Worst EP arrival=0.99 ns, fin. max-slew vios=0, cycle use final=119.3%, I/O Buffers=20, WP depth=6, sequential area share after synthesis=0%, Area leader share=between 30% and 40%, post-placement setup slack=-0.8365 ns, Leak=~0.00034 µW, VDD IR max=approximately 140 µV, Slowest-stage cell, CP=nor4b_4, IO Count=20, drt wl/cell=between 10 and 15 µm, GPL Wtd Cong=0.6479, share of layout cells above drive strength 1=83.64%, Worst Setup Path Type=primary input to output pin, failing checks=setup timing, syn avg cell area=13.83 µm², Max Fanout on Critical Path=4, CTS Hold Buffers Added=0, Area Overhead vs Synth=147.1%, number of fill cells=approximately 370, hold_ws=0.7429 ns, total gr overflow=0, vias in the first global route=321, Remaining DRCs=0, hold_sp=a[3], Slew HR=around 87%, RSZ-0062 raised after global routing=yes, status=finished with violations, final hold viol count=0, mapped cell area=between 200 and 300 µm², DRT Pass-1 Iters=2, Core Rows=21, worst hold path depth=4, via count=310, GRT Resource Usage Total=~3%, Critical Path Source=a[2], Core Region=between 3000 and 4000 µm², first-pass GRT wire length=between 1.5 and 2 mm, post-synthesis cell count=20, post-route minimum period=roughly 1.2 ns, flop count=0, worst hold path class=primary input to output pin, chip area=between 6000 and 7000 µm², Max Clk Rate=838.0 MHz, worst-margin pin slew=just under 0.2 ns, cells along the critical path=buf_8 > buf_12 > buf_12 > buf_4 > nor4b_4 > buf_2, drt total wl=a little over 1 mm, DP HPWL=between 700 and 800 µm, critical path buffer and inverter count=5, Antenna Nets Post-Route=0, Worst Setup Start Kind=primary input, top cells, area=nor4b_4, and4bb_1, buf_6, and4b_1, and4bb_2, FF+latch area=0 µm², Finish-stage setup viols=12
-- what timing repair did --
action,in CTS,in global routing
gates resized,79,9
cloned,1,0
setup buffers,11,1
endpoints found under the setup margin,16,15
pin swaps,9,7
-- layout by cell type (no fill, tap or decap) --
| cell type | count |
|---|---|
| and4_1 | 1 |
| and4b_1 | 4 |
| buf_12 | 4 |
| nor4_2 | 1 |
| buf_6 | 9 |
| clkbuf_2 | 3 |
| buf_16 | 1 |
| nor4b_4 | 4 |
| buf_2 | 13 |
| buf_8 | 5 |
| buf_4 | 4 |
| and4bb_1 | 4 |
| and4bb_2 | 2 |
-- area by class of cell --
| type | instances | area (µm²) | share of cell area (%) |
|---|---|---|---|
| tap | 46 | 57.56 | 8.425 |
| multi-input combinational | 16 | 231.5 | 33.88 |
| timing repair buffer | 39 | 394.1 | 57.69 |
-- worst paths after layout --
kind	endpoint	slack, ns
worst max-delay path	d[8]	-0.19
worst min-delay path	d[4]	0.74
-- power by group --
part	total [µW]	internal [µW]	switching, µW
combinational	223	151	72.0
sequential	0	0	0
clock	0	0	0
-- stage by stage --
stage | TNS [ns] | instance area, µm² | utilization (%) | instances | power (µW)
floorplan | 0 | 276.5 | - | 20 | 71.60
global placement | -12.68 | 579.3 | 16.96 | 89 | 158.4
detailed placement | -12.73 | 579.3 | 16.96 | 89 | 160.3
CTS | -1.884 | 675.6 | 19.78 | 100 | 217.5
global route | -1.527 | 683.2 | 20.00 | 101 | 238.7
finish | -1.024 | 683.2 | 20.00 | 101 | 222.7
-- kinds of logic after synthesis --
logic type	share of synthesized area [%]
simple gates	83.71
buf+inv	16.29
-- routing by layer --
metal	vias to the layer above	wire length [µm]	track usage [%]
li1	160	-	-
met1	131	628	5.339
met2	19	289	3.210
met3	0	119	1.250
met4	0	0	0
met5	-	0	0
No activity file was given, so power comes from the tool's default toggle rates.
