--- design/flow/run.sh ---
#!/bin/bash
# OpenROAD 26Q1-2900-gdf79404cd8, Yosys 0.63+post, stock flow scripts
make -C /OpenROAD-flow-scripts/flow DESIGN_CONFIG=/design/flow/config.mk WORK_HOME=/design/flow/orfs finish
--- design/flow/config.mk ---
export PLATFORM = sky130hd
export DESIGN_NAME = tree_adder_procedural
export DESIGN_NICKNAME = tree_adder_procedural
export VERILOG_FILES = /design/flow/design.v
export SDC_FILE = /design/flow/constraint.sdc
export NUM_CORES = 4
export LEC_CHECK = 1
export CORE_AREA = 10 10 83 83
export DIE_AREA = 0 0 93 93
--- design/flow/constraint.sdc ---
current_design tree_adder_procedural

set clk_period 9.6
set clk_io_pct 0.2

create_clock -name clk0 -period $clk_period

set non_clock_inputs [all_inputs -no_clocks]
set_input_delay [expr $clk_period * $clk_io_pct] -clock clk0 $non_clock_inputs
set_output_delay [expr $clk_period * $clk_io_pct] -clock clk0 [all_outputs]
--- design/flow/design.v ---
module tree_adder_procedural (
    input [3:0] a,
    input [3:0] b,
    input [7:0] c,
    input [7:0] d,
    output reg [4:0] sum1,
    output reg [8:0] sum2,
    output reg [9:0] sum3
);
    always @(a or b) begin
        sum1 = a + b;
    end
    always @(c or d) begin
        sum2 = c + d;
    end
    always @(*) begin
        sum3 = sum1 + sum2;
    end
endmodule
==> impl_metrics.env <==
# source this file to load flow results
export IMPL_status="finished, final reports clean"
export IMPL_antenna_left=0
export IMPL_portBuffers=48
export IMPL_grt_first_pass_wirelength_um=4010
export IMPL_dr_pass1_iters=3
export IMPL_seqCellArea_um2=0
export IMPL_grt_use_total_pct=5.57
export IMPL_placementRows=26
export IMPL_synthToLayoutAreaGrowth_pct=73.1
export IMPL_met2_wirelength_um=1360
export IMPL_final_common_cell="clkdlybuf4s50_1"
export IMPL_fill_cells=572
export IMPL_yosysWarningCount=1
export IMPL_power_total_uw=143
export IMPL_hold_violations=0
export IMPL_cp_data_arrival_time_ns=5.35
export IMPL_min_from="d[0]"
export IMPL_vdd_ir_drop_max_mv=0.0234
export IMPL_warning_count=32
export IMPL_fp_util_pct=15.1
export IMPL_ios=48
export IMPL_num_clock_buffers=0
export IMPL_grt_pass1_vias=860
export IMPL_top_layer_used="met3"
export IMPL_worstPathRequired_ns=7.68
export IMPL_ys_cells=92
export IMPL_dp_cells=210
export IMPL_min_period_ns=7.27
export IMPL_path_class="in -> out"
export IMPL_setup_tns_ns=0
export IMPL_post_cts_buffers=0
export IMPL_cp_max_fo=4
export IMPL_cp_end_kind="primary output"
export IMPL_synth_avg_cell_area_um2=8.45
export IMPL_comb_area_um2=743
export IMPL_synthDistinctLibCells=32
export IMPL_setup_viol=0
export IMPL_max_cap_violations=0
export IMPL_place_gp_congestion=0.793
export IMPL_met1_length_um=1030
export IMPL_worstMarginPinSlew_ns=0.283
export IMPL_viasPerCell=3.85
export IMPL_dp_hpwl_um=2380
export IMPL_die_width_um=93
export IMPL_antenna_cells=0
export IMPL_hold_class="in -> out"
export IMPL_fmax_mhz=138
export IMPL_p_leak_nw=0.591
export IMPL_drive_gt1_share_pct=6.43
export IMPL_cts_hold_buffers=0
export IMPL_flop_count=0
export IMPL_die_height_um=93
export IMPL_postSynthSeqShare_pct=0
export IMPL_p_per_area_nw_per_um2=106
export IMPL_wl_per_cell_um=11.8
export IMPL_relSlewSlack_pct=81.0
export IMPL_core_um2=5140
export IMPL_cts_resized=0
export IMPL_slew_viol_final=0
export IMPL_vias=808
export IMPL_syn_area_um2=777
export IMPL_cp_start_kind="input pin"
export IMPL_yosys_area_um2=777
export IMPL_wl_met3_um=97
export IMPL_drc=0
export IMPL_drt_wl_total_um=2480
export IMPL_antenna_found_initial=0
export IMPL_startpoint="c[0]"
export IMPL_drt_iter0_drc=34
export IMPL_worstHoldPathCells=3
export IMPL_grt_max_degree=6
export IMPL_finalCritPeriodShare_pct=75.7
export IMPL_mostFrequentLayoutCells="48 x clkdlybuf4s50_1, 17 x ha_1, 10 x a21oi_1"
export IMPL_rsz0062_at_grt="false"
export IMPL_fin_cells=210
export IMPL_die_area_um2=8650
export IMPL_synth_cells=92
export IMPL_grt_remaining_overflow=0
-- final timing paths --
kind                  slack (ns)       to
worst max-delay path        2.33  sum3[8]
worst min-delay path        4.91  sum2[0]
-- synthesized netlist by cell type, types with 3 or more instances --
master   number  share of area, %
ha_1         17                27
a21oi_1      10               6.4
inv_1         7               3.4
xnor2_1       7               7.9
a21o_1        5               4.8
nand2_1       4               1.9
nand3_1       4               2.6
xor2_1        4               4.5
and3_1        3               2.4
fa_1          3               7.7
nor2_1        3               1.4
-- cell families after synthesis --
family | after synthesis | synth area share [%]
compound gates | 28 | 25.9
buf+inv | 9 | 4.35
fa+ha+maj | 20 | 35.1
xor+xnor | 14 | 18.7
simple gates | 21 | 15.9
-- critical path, cell delays in order --
cell and delay (ns):
clkdlybuf4s50_1 0.40, ha_1 0.27, fa_1 0.42, a21o_1 0.20, a21oi_1 0.17, xnor2_1 0.17
ha_1 0.31, and3_1 0.19, and4bb_1 0.19, a211o_1 0.29, o2111ai_2 0.18, xnor2_1 0.14
clkdlybuf4s50_1 0.50
-- cell type report --
| type | instances | area share, % |
|---|---|---|
| inverter | 9 | 2.51 |
| multi-input combinational | 83 | 55.3 |
| tap | 70 | 6.51 |
| timing repair buffer | 48 | 35.7 |
-- metal layers --
metal  vias to the layer above  track usage, %
met1                       355            6.39
li1                        435               -
met4                         0               0
met2                        18            11.0
met5                         -               0
met3                         0           0.889
-- report_power, final --
part | switching [mW] | total [mW] | leakage [nW] | internal, mW
sequential | 0 | 0 | 0 | 0
clock | 0 | 0 | 0 | 0
combinational | 0.0524 | 0.143 | 0.591 | 0.0904
total | 0.0524 | 0.143 | 0.591 | 0.0904
-- per-stage QoR --
step	worst slack (ns)	instance area, um2	util, %	hold slack (ns)
final	2.33	1350	26.2	4.91
after detailed placement	2.30	1350	26.2	4.91
after CTS	2.30	1350	26.2	4.92
after global routing	2.14	1350	26.2	4.94
after floorplan	3.45	777	-	3.93
after global placement	2.38	1350	26.2	4.91
No activity file was given, so power comes from the tool's default toggle rates.
