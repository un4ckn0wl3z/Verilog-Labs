[./config.mk]
export PLATFORM = sky130hd
export DESIGN_NAME = ALU
export DESIGN_NICKNAME = ALU
export VERILOG_FILES = /design/flow/design.v
export SDC_FILE = /design/flow/constraint.sdc
export NUM_CORES = 4
export LEC_CHECK = 1
export CORE_AREA = 10 10 99 99
export DIE_AREA = 0 0 109 109
[./constraint.sdc]
current_design ALU

set clk_period 5.9
set clk_io_pct 0.2

create_clock -name clk0 -period $clk_period

set non_clock_inputs [all_inputs -no_clocks]
set_input_delay [expr $clk_period * $clk_io_pct] -clock clk0 $non_clock_inputs
set_output_delay [expr $clk_period * $clk_io_pct] -clock clk0 [all_outputs]
[./design.v]
module ALU
    #( parameter BUS_WIDTH = 8)
    (input [BUS_WIDTH-1:0] a,
     input [BUS_WIDTH-1:0] b,
     input carry_in,
     input [3:0] opcode,
     output reg [BUS_WIDTH-1:0] y,
     output reg carry_out,
     output reg borrow,
     output zero,
     output parity,
     output reg invalid_op
    );
    localparam OP_ADD       = 1;  
    localparam OP_ADD_CARRY = 2;  
    localparam OP_SUB = 3;        
    localparam OP_INC = 4;        
    localparam OP_DEC = 5;        
    localparam OP_AND = 6;        
    localparam OP_NOT = 7;        
    localparam OP_ROL = 8;        
    localparam OP_ROR = 9;        
    always @(*) begin
        y = 0; carry_out = 0; borrow = 0; invalid_op = 0;
        case (opcode)
            OP_ADD        :  begin y = a + b; end
            OP_ADD_CARRY  :  begin {carry_out, y} = a + b + carry_in; end
            OP_SUB        :  begin {borrow, y} = a - b; end
            OP_INC        :  begin {carry_out, y} = a + 1'b1; end
            OP_DEC        :  begin {borrow, y} = a - 1'b1; end
            OP_AND        :  begin y = a & b; end
            OP_NOT        :  begin y = ~a; end
            OP_ROL        :  begin y = {a[BUS_WIDTH-2:0], a[BUS_WIDTH-1]}; end
            OP_ROR        :  begin y = {a[0], a[BUS_WIDTH-1:1]}; end
            default: begin invalid_op = 1; y = 0; carry_out = 0; borrow = 0;  end
        endcase
    end
    assign parity = ^y;
    assign zero = (y == 0);
endmodule
`timescale 1us/1ns
module tb_ALU();
    parameter BUS_WIDTH = 8;
    reg  [3:0] opcode;
    reg [BUS_WIDTH-1:0] a, b;
    reg carry_in;
    wire [BUS_WIDTH-1:0] y;
    wire carry_out;
    wire borrow;
    wire zero;
    wire parity;
    wire invalid_op;
    ALU
    #(.BUS_WIDTH(BUS_WIDTH))
    ALU0
   (.a(a),
   .b(b),
   .carry_in(carry_in),
   .opcode(opcode),
   .y(y),
   .carry_out(carry_out),
   .borrow(borrow),
   .zero(zero),
   .parity,
   .invalid_op(invalid_op)
    );
    initial begin
        $monitor($time, " opcode = %d, a = %d, b = %d, y = %d, carry_out=%b, borrow=%b, zero=%b, parity=%b, invalid_op=%b", 
	                  opcode, a, b, y, carry_out, borrow, zero, parity, invalid_op);
        #1; opcode = 0;  
        #1 opcode = 1; a = 9; b = 33; carry_in = 0; 
        #1 opcode = 2; a = 9; b = 33; carry_in = 1; 
        #1 opcode = 3; a = 65; b = 64; carry_in = 0; 
        #1 opcode = 3; a = 65; b = 66; carry_in = 0; 
        #1 opcode = 4; a = 233; b = 69; carry_in = 1; 
        #1 opcode = 5; a = 0; b = 3; carry_in = 0; 
        #1 opcode = 6; a = 8'b0000_0010; b = 8'b0000_0011; 
        #1 opcode = 7; a = 8'b1111_1111;  
        #1 opcode = 8; a = 8'b0000_0001; 
        #1 opcode = 9; a = 8'b1000_0000;      
    end
endmodule 
[./run.sh]
#!/bin/bash
# OpenROAD 26Q1-2900-gdf79404cd8, Yosys 0.63+post, stock flow scripts
make -C /OpenROAD-flow-scripts/flow DESIGN_CONFIG=/design/flow/config.mk WORK_HOME=/design/flow/orfs finish
==> Changelog: implementation <==
## Flow update

- Biggest area cells: ha_1 15%, mux2i_1 6.0%, nor2_1 5.5%, inv_1 5.3%, fa_1 4.4%
- Layout filler cell count: 785
- ANT cells: 0
- Vias per Instance: 5.211
- Remaining global-route overflow: 0
- Post-Syn Area: 0.001836 mm^2
- 1st-iter DRT viols: 178
- Final-report setup violation count: 0
- Mapped Avg Cell Area: ~7.0 um^2
- Comb power frac: 100.0%
- Die height: 109 um
- Final Hold Vio Count: 0
- HPWL after DPL: 5161 um
- Gr usage total: roughly a tenth
- Power Total: 0.2423 mW
- Fmax: 174.4 MHz
- Internal: roughly 0.13 mW
- Worst setup margin: 166.6 ps
- Worst Tran Pin Value: 558.9 ps
- DR WL/cell: 15.05 um
- CP dominant cell by count: clkdlybuf4s50_1
- Fp util: 23.75%
- Final RePlAce weighted congestion: 0.9101
- Crit path DRT: about 4700 ps
- RSZ-0062 raised after global routing: no
- Slew Limit Fails: 0
- Vias in the first global route: 2096
- Critical path's slowest cell: clkdlybuf4s50_1
- Vias: about 2100
- Chip Footprint: 0.01188 mm^2
- TritonRoute pass-1 iters: 4
- Crit path buf inv count: 4
- # Cells Yosys: between 200 and 300
- Cell family with most CP delay: buffers and inverters
- Seq pwr share: 0%
- WHS Endpoint: borrow
- Die X: ~110 um
- Post-synth top area cell: ha_1
- Cells along the critical path: clkdlybuf4s50_1 > inv_2 > fa_2 > fa_1 > inv_1 > mux4_2 > a32oi_2 > o221a_2 > ha_1 > xor2_2 > xnor2_1 > clkdlybuf4s50_1
- Synth top area share: between 10% and 20%
- Most used logic cell in the final layout: clkdlybuf4s50_1
- Flops: 0
- Syn-to-layout area delta: 36.20%
- Core Area: 0.007727 mm^2
- Post-Route WL: 6139 um
- Initial antenna violation count: 0
- FF+latch area: 0 um^2
- Crit path capture type: primary output
- Pre-CTS WS: 33.10 ps
- Power density over cell area: 96.92 mW/mm^2
- Log Warnings: around 41
- DRT antenna net count: 0
- Syn Inst Count: 263
- Clk pwr share: 0%
- Min Tclk post-route: 5733 ps
- Fraction of layout cells with a size suffix above 1: 17.65%
- Hold WC Path Type: primary input to primary output
- Yosys Chip Area: 0.001836 mm^2
- PortBufs: 34
- Fin util: between 30% and 40%
- Global-route wire length before repair: 10340 um
- Status: completed
- CLK BUF: 0
- # IOs: 34
- Final Cycle Share: 97.18%
- Row count: 32
- Register area share after synthesis: 0%
- CP peak stage delay: 500 ps
- Static Leak: 1.018 nW
- Hold_sp: b[7]
- Switching Power: around 0.11 mW
- Top Layout Cells: 32 x clkdlybuf4s50_1, 27 x nor2_1, 25 x inv_1, 22 x buf_4, 21 x nand2_1
- Largest net degree at the start of global routing: 26
- Critical Path Fanout Max: 3
- Worst vdd ir: 0.02866 mV
- Slew margin rel.: 62.60%
- Switch share: roughly 47%
- Syn. warnings: 1
- # DRC: 0
- Startpoint types: primary input
- Kind of critical path: primary input to primary output
- WP data arrival: 4550 ps
- Worst Hold Depth: 5
- Distinct cells, synth: 67
- Max Cap Viol: 0
- TNS Setup: 0 ps
[cell usage after synthesis, drive strengths merged, types with 2 or more instances]
cell type / n
o22a: 3
nor3: 6
buf: 10
or3b: 2
o32ai: 2
inv: 27
nand2: 21
o31ai: 4
nand3b: 2
fa: 4
a21o: 2
nor2: 28
nand2b: 4
nor4b: 2
o311ai: 3
a221oi: 3
nand4: 5
a41oi: 3
xnor2: 5
and3: 3
and4: 3
or3: 2
ha: 22
a211oi: 2
a21oi: 16
o211ai: 3
or2: 3
xor2: 4
mux2i: 11
o22ai: 2
nor2b: 6
o21ai: 14
clkbuf: 3
nor4: 4
nand3: 9
[metrics by stage]
step	instance area (um^2)	instances	hold slack [ps]
floorplan	1836	263	2459
finish	2500	408	3574
detailed placement	2366	405	3593
global route	2500	408	3650
global placement	2366	405	3601
CTS	2366	405	3592
[routing by layer]
layer | global-route usage [%] | vias up | share of wire (%) | wire length (um)
met2 | 17.65 | 62 | 48 | 2936
met1 | 14.55 | 1000 | 45 | 2768
met5 | 0 | - | 0 | 0
met4 | 1.507 | 0 | 1.3 | 77
li1 | - | 1058 | - | -
met3 | 0.8961 | 6 | 5.8 | 358
[cell type report]
class,instances,area (um^2),share of cell area (%)
Timing Repair Buffer,56,510.5,20.42
Multi-Input combinational cell,223,1760,70.42
Tap cell,102,127.6,5.105
Inverter,27,101.3,4.054
[power by group through the flow]
stage / combinational [mW] / sequential [mW] / clock [mW]
4_1_cts: 0.224 / 0 / 0
5_1_grt: 0.270 / 0 / 0
6_report: 0.242 / 0 / 0
[cell families after synthesis]
group	after synthesis	synth area share, %
AND/OR/NAND/NOR	103	30.06
AND-OR/OR-AND	72	28.56
buffers and inverters	40	9.883
adder cells (fa/ha/maj)	26	19.36
multiplexers	13	7.839
XOR/XNOR	9	4.294
[timing repair]
item                       in CTS  in global routing
resized                         0                 21
setup endpoints to repair       0                  2
setup buffers                   0                  3
hold buffers                    0                  0
[worst max path at each step]
| stage | startpoint | end | slack [ps] | cells past startpoint |
|---|---|---|---|---|
| 6_report | a[0] | parity | 170 | 12 |
| 5_1_grt | a[0] | parity | 9 | 15 |
| 4_1_cts | a[0] | parity | 40 | 12 |
[tightest hold or removal path, stage by stage]
cell             delay (ps)
clkdlybuf4s50_1         430
inv_1                    70
ha_1                    150
o311ai_0                120
clkdlybuf4s50_1         440
Power figures rest on the tool's default switching activity, not on a simulated workload.
